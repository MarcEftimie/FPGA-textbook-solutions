**flow/constraint.sdc**
```tcl
current_design FIFO_data_width_converter

set clk_period 4.9
set clk_io_pct 0.2

create_clock -name clk0 -period $clk_period [get_ports {clk_i}]

set non_clock_inputs [all_inputs -no_clocks]
set_input_delay [expr $clk_period * $clk_io_pct] -clock clk0 $non_clock_inputs
set_output_delay [expr $clk_period * $clk_io_pct] -clock clk0 [all_outputs]
```
**flow/run.sh**
```bash
#!/bin/bash
# OpenROAD 26Q1-2900-gdf79404cd8, Yosys 0.63+post, stock flow scripts
make -C /OpenROAD-flow-scripts/flow DESIGN_CONFIG=/design/flow/config.mk WORK_HOME=/design/flow/orfs finish
```
**flow/config.mk**
```make
export PLATFORM = sky130hd
export DESIGN_NAME = FIFO_data_width_converter
export DESIGN_NICKNAME = FIFO_data_width_converter
export VERILOG_FILES = /design/flow/design.v
export SDC_FILE = /design/flow/constraint.sdc
export NUM_CORES = 4
export LEC_CHECK = 1
export CORE_UTILIZATION = 30
```
**flow/design.v**
```verilog
`timescale 1ns/1ps
`default_nettype none
module FIFO_controller_width_conversion
    #(
        parameter ADDR_WIDTH = 4
    ) (
    input wire clk_i, reset_i,
    input wire read_i, write_i,
    output wire empty_o, full_o,
    output logic [ADDR_WIDTH-1:0] write_address_1_o, write_address_2_o, read_address_o
);
    logic [ADDR_WIDTH-1:0] read_pointer_reg, read_pointer_next;
    logic [ADDR_WIDTH-1:0] write_pointer_1_reg, write_pointer_1_next;
    logic [ADDR_WIDTH-1:0] write_pointer_2_reg, write_pointer_2_next;
    logic empty_reg, empty_next;
    logic full_reg, full_next;
    always_ff @(posedge clk_i, posedge reset_i) begin
        if (reset_i) begin
            read_pointer_reg <= 0;
            write_pointer_1_reg <= 0;
            write_pointer_2_reg <= 1;
            empty_reg <= 1;
            full_reg <= 0;
        end else begin
            read_pointer_reg <= read_pointer_next;
            write_pointer_1_reg <= write_pointer_1_next;
            write_pointer_2_reg <= write_pointer_2_next;
            empty_reg <= empty_next;
            full_reg <= full_next;
        end
    end
    always_comb begin
        read_pointer_next = read_pointer_reg;
        write_pointer_1_next = write_pointer_1_reg;
        write_pointer_2_next = write_pointer_2_reg;
        empty_next = empty_reg;
        full_next = full_reg;
        unique case({write_i, read_i})
            2'b01 : begin
                if (~empty_reg) begin
                    read_pointer_next = read_pointer_reg + 1;
                    full_next = 0;
                    if (read_pointer_next == write_pointer_2_reg) begin
                        empty_next = 1;
                    end
                end
            end
            2'b10 : begin
                if (~full_reg) begin
                    write_pointer_1_next = write_pointer_1_reg + 2;
                    write_pointer_2_next = write_pointer_2_reg + 2;
                    empty_next = 0;
                    if ((write_pointer_2_next == read_pointer_reg) | (write_pointer_1_next == read_pointer_reg)) begin
                        full_next = 1;
                    end
                end
            end
            2'b11 : begin
                write_pointer_1_next = write_pointer_1_reg + 1;
                write_pointer_2_next = write_pointer_2_reg + 1;
                read_pointer_next = read_pointer_reg + 1;
            end
            default : ;
        endcase
    end
    assign write_address_1_o = write_pointer_1_reg;
    assign write_address_2_o = write_pointer_2_reg;
    assign read_address_o = read_pointer_reg;
    assign empty_o = empty_reg;
    assign full_o = full_reg;
endmodule
`timescale 1ns/1ps
`default_nettype none
module FIFO_data_width_converter
    #(
        parameter ADDR_WIDTH = 4,
        parameter DATA_WIDTH = 4
    ) (
    input wire clk_i, reset_i,
    input wire read_i, write_i,
    input wire [7:0] write_data_i,
    output logic empty_o, full_o,
    output logic [3:0] read_data_o
);
    logic [ADDR_WIDTH-1:0] write_address_1, write_address_2, read_address_1;
    FIFO_controller_width_conversion #(
        .ADDR_WIDTH(ADDR_WIDTH)
    ) FIFO_CONTROLLER(
        .clk_i(clk_i),
        .reset_i(reset_i),
        .read_i(read_i),
        .write_i(write_i),
        .empty_o(empty_o),
        .full_o(full_o),
        .write_address_1_o(write_address_1),
        .write_address_2_o(write_address_2),
        .read_address_o(read_address_1)
    );
    logic write_en;
    register_file_2_write_port #(
        .ADDR_WIDTH(ADDR_WIDTH),
        .DATA_WIDTH(DATA_WIDTH)
    ) REGISTER_FILE (
        .clk_i(clk_i),
        .write_en(write_en),
        .write_address_1_i(write_address_1),
        .write_address_2_i(write_address_2),
        .read_address_i(read_address_1),
        .write_data_1_i(write_data_i[7:4]),
        .write_data_2_i(write_data_i[3:0]),
        .read_data_o(read_data_o)
    );
    assign write_en = write_i & ~full_o;
endmodule
`timescale 1ns/1ps
`default_nettype none
module register_file_2_write_port 
    # (
        parameter ADDR_WIDTH = 8,
        parameter DATA_WIDTH = 8
    ) (
        input logic clk_i,
        input logic write_en,
        input logic [ADDR_WIDTH-1:0] write_address_1_i, write_address_2_i, read_address_i,
        input logic [DATA_WIDTH-1:0] write_data_1_i, write_data_2_i,
        output logic [DATA_WIDTH-1:0] read_data_o
    );
    logic [DATA_WIDTH-1:0] rom [0:(2**ADDR_WIDTH)-1];
    always_ff @(posedge clk_i) begin
        if (write_en) begin
            rom[write_address_1_i] <= write_data_1_i;
            rom[write_address_2_i] <= write_data_2_i;
        end
    end
    assign read_data_o = rom[read_address_i];
endmodule
```
==> CHANGELOG.md <==
### Metrics

- Status: finished, final reports clean
- Max FFs per register: 64
- Leak pwr: 1.886 nW
- Worst slew pin tran: 0.7480 ns
- Post-synth cell types: 40
- Final wirelength: 10190 µm
- Hold Crit Class: flop to flop
- H-tree levels: 3
- Drt via density: 5.118
- Port bufs: 17
- Post-CTS Setup Inserts: 0
- Register bit total from synthesis: 78
- Vias: 2692
- Synth top area cells: edfxtp_1 43%, mux2_2 16%, dfrtp_1 6.7%, mux4_1 5.2%, mux4_2 3.5%
- YS chip area: 4512 µm²
- Synth Instances: 326
- Setup CP Type: flop to output pin
- Routability cong.: 0.8850
- Antenna-violating nets left: 0
- Fin crit period: 3.756 ns
- Wire per inst: 19.38 µm
- Pwr Density: 552.2 nW/µm²
- Pin count of the biggest net entering global routing: 19
- Total chip power: 2.816 mW
- Clock buffer depth: 2
- Number of standard cells reported by yosys: 326
- Die W: 124.6 µm
- TNS Setup: 0 ns
- Startpoint Class: flop
- Initial core utilization: 0.3093
- DIE HEIGHT: 124.6 µm
- Crit-path max cell delay: 0.60 ns
- CTS clk-pin slew, worst paths: 0.06 ns
- Count of library flops with an enable pin: 64
- # diodes: 0
- CTS sink cnt: 78
- Total grt overflow: 0
- CP max FO: 18
- Synthesized area: 4512 µm²
- Max-cap violations: 0
- Peak supply drop: 0.1772 mV
- Most flops, register: REGISTER_FILE.rom
- Slew Viols, Final: 0
- Share of cells above drive strength 1: 0.3012
- Worst-Skew Late Latency: 0.33 ns
- Final Hold Violation Tally: 0
- Top_reg_cell synth: edfxtp_1
- Final setup viols: 0
- Warnings from Yosys: 2
- Relative slew slack: 0.4997
- Synthesized area per cell: 13.84 µm²
- CTS root buffer: clkbuf_16
- Crit path cell chain: buf_4, mux4_1, a211oi_1, a21oi_1, clkdlybuf4s50_1
- Starting DRT DRC Count: 96
- Residual DRC: 0
- Post-CTS resize count: 0
- Core area: 14590 µm²
- Hpwl dp: 6996 µm
- Area leader share: 0.4260
- Vias in the first global route: 2809
- Final Hold Slack: 0.5504 ns
- Synthesis-to-finish area growth: 13.03%
- Die Size: 15530 µm²
- Async SR Flop Fraction: 0.1795
- Yosys top cell by area: edfxtp_1
- Rows: 44
- Commonest cells post-synth: 65 x mux2_2, 64 x edfxtp_1, 18 x nand2_1
- Crit path DAT: 2.78 ns
- Antenna violations before repair: 0
- Pre-antenna DRT Iters: 4
- CTS Buf Count: 9
- Hold Buf Count CTS: 0
- Tool warnings: 31
- Cycle use final: 0.7666
- CTS tree: yes
- Max Clock Freq: 0.2662 GHz
- CP endpoint kind: output pin
- Most common cell in the netlist: mux2_2
- Post-synth seq share: 0.5042
- Slowest CP cell: mux4_1
- RSZ-0062 raised after global routing: no
- Top Ports: 18
- First-pass GRT wire length: 16520 µm
- Max Clock Skew: 0.005238 ns
- WP data required: 3.92 ns
- GRT Overall Usage: 0.1447
-- worst max-delay path: cells and delay by family, from the launching register on --
| family | cells | cell delay [ns] |
|---|---|---|
| mux | 1 | 0.60 |
| buf+inv | 2 | 0.82 |
| flops | 1 | 0.54 |
| compound gates | 2 | 0.47 |
-- cell families (layout without fill, tap and decap cells) --
family / Yosys count / in the layout / synth area share
DFF: 78 / 78 / 0.5042
buffers and inverters: 30 / 46 / 0.03466
and+or+nand+nor: 59 / 59 / 0.06545
AOI/OAI and AO/OA: 44 / 44 / 0.06961
xor gates and xnor gates: 18 / 18 / 0.03494
adders and majority gates: 11 / 11 / 0.03050
muxes: 86 / 86 / 0.2607
-- report_power, final --
group | internal [mW] | switching (mW) | leakage [nW]
Combinational | 0.554 | 0.590 | 1.01
Clock | 0.388 | 0.247 | 0.137
Sequential | 0.892 | 0.145 | 0.740
Total | 1.83 | 0.982 | 1.89
-- per-stage QoR --
| step | instances | worst slack, ns | cell area [µm²] | util |
|---|---|---|---|---|
| 2_1_floorplan | 326 | 2.520 | 4512 | - |
| 3_3_place_gp | 511 | 1.308 | 4820 | 0.3304 |
| 3_5_place_dp | 511 | 1.240 | 4820 | 0.3304 |
| 4_1_cts | 526 | 1.077 | 5100 | 0.3496 |
| 5_1_grt | 526 | 0.9970 | 5100 | 0.3496 |
| 6_report | 526 | 1.144 | 5100 | 0.3496 |
-- final timing paths --
kind | start | end | slack, ns | cells past startpoint
worst max-delay path | FIFO_CONTROLLER.read_pointer_reg[0]$_DFFE_PP0P_ | read_data_o[0] | 1.14 | 5
worst min-delay path | FIFO_CONTROLLER.empty_reg$_DFFE_PP1P_ | FIFO_CONTROLLER.empty_reg$_DFFE_PP1P_ | 0.55 | 2
worst max register to register | FIFO_CONTROLLER.full_reg$_DFFE_PP0P_ | REGISTER_FILE.rom[11][1]$_DFFE_PP_ | 2.59 | 4
worst min register to register | FIFO_CONTROLLER.empty_reg$_DFFE_PP1P_ | FIFO_CONTROLLER.empty_reg$_DFFE_PP1P_ | 0.55 | 2
max in group asynchronous | reset_i | FIFO_CONTROLLER.write_pointer_2_reg[0]$_DFFE_PP1P_ | 3.54 | 2
min in group asynchronous | reset_i | FIFO_CONTROLLER.read_pointer_reg[3]$_DFFE_PP0P_ | 0.99 | 2
-- per-layer routing --
metal | global-route usage | routed length [µm]
met5 | 0 | 0
met4 | 0.02126 | 184
met3 | 0.03984 | 577
met2 | 0.2112 | 4672
met1 | 0.2302 | 4758
-- cells in the final DEF (no fill, tap or decap), types with 6 or more instances in the layout --
cell	Yosys	layout
clkdlybuf4s50_1	0	17
nor2_2	10	10
a21o_1	13	13
a21oi_1	6	6
ha_1	11	11
xnor2_1	7	7
clkbuf_16	0	9
mux4_2	7	7
xor2_1	11	11
nor2_1	9	9
o21ai_0	8	8
dfrtp_1	12	12
nand3_1	8	8
inv_1	10	10
mux2_2	65	65
mux4_1	9	9
edfxtp_1	64	64
nand2_1	18	18
-- final cells by class --
type,count,area (µm²)
sequential,78,2275
multi-input combinational,218,2081
tap,184,230.2
inverter,11,41.29
clock inverter,5,51.30
fill,1364,9489
timing repair buffer,20,192.7
clock buffer,10,229.0
Power is estimated from default activity; no workload was simulated.
